===== ./design.v =====
module Lab4(clk, rst, pause, s0, disp0, disp1);
input clk, rst, pause, s0;
output [6:0] disp0, disp1;				 
reg [31:0] count = 32'd0;				 
reg [4:0] sec = 5'd0;					 
reg state = 1'd1;							 
reg detect = 1'd0;						 
reg dfault = 2'd0;						 
parameter full_sec = 32'd50000000;	 
wire [4:0] c_out;							 
wire [3:0] num_0;							 
wire [3:0] num_1;							 
wire [4:0] start_num;					 
assign start_num = s0 ? 5'd24 : 5'd30;
always @(posedge clk or negedge rst or negedge pause)
begin
	if (rst == 0)		 
	begin	
		count <= 32'd0;
		sec <= 5'd0;
		state <= 1'd1;
		detect <= 1'd0;
	end	
	else 
	begin
		if (pause == 0)		 
		begin
			detect <= (dfault == 2'd0) ? 1'd0 : 1'd1;
		end
		else
		begin
			if ((detect == 1'd1) && (dfault != 2'd0))		 
			begin
				detect <= 1'd0;			 
				state <= ~state;			 
				if (state == 1'd1)		 
				begin
					count <= count + 32'd1;
					if (count >= full_sec - 32'd1)	 
					begin
						count <= 32'd0;
						sec <= sec + 5'd1;
						if (sec >= start_num - 5'd1)	 
							sec <= start_num;				 
						if (dfault <= 2'd0)				
							dfault <= dfault + 2'd1;
							detect <= 1'd0;
					end
				end				
			end
			else			 
			begin
				if (state == 1'd1)	 
				begin
					count <= count + 32'd1;
					if (count >= full_sec - 32'd1)	 
					begin
						count <= 32'd0;
						sec <= sec + 5'd1;
						if (sec >= start_num - 5'd1)	 
							sec <= start_num;				 
						if (dfault <= 2'd0)
							dfault <= dfault + 2'd1;
							detect <= 1'd0;
					end
				end
			end
		end
	end
end	
assign c_out = start_num - sec;
assign num_0 = c_out % 5'd10;
assign num_1 = c_out / 5'd10;
	assign disp0[0] = (~num_0[3]&~num_0[2]&~num_0[1]&num_0[0]) | (~num_0[3]&num_0[2]&~num_0[1]&~num_0[0]);
	assign disp0[1] = (~num_0[3]&num_0[2]&~num_0[1]&num_0[0]) | (~num_0[3]&num_0[2]&num_0[1]&~num_0[0]);
	assign disp0[2] = (~num_0[3]&~num_0[2]&num_0[1]&~num_0[0]);
	assign disp0[3] = (~num_0[3]&~num_0[2]&~num_0[1]&num_0[0]) | (~num_0[3]&num_0[2]&~num_0[1]&~num_0[0]) | (~num_0[3]&num_0[2]&num_0[1]&num_0[0]);
	assign disp0[4] = (~num_0[3]&~num_0[2]&~num_0[1]&num_0[0]) | (~num_0[3]&~num_0[2]&num_0[1]&num_0[0]) | (~num_0[3]&num_0[2]&~num_0[1]&~num_0[0]) | (~num_0[3]&num_0[2]&~num_0[1]&num_0[0]) | (~num_0[3]&num_0[2]&num_0[1]&num_0[0]) | (num_0[3]&~num_0[2]&~num_0[1]&num_0[0]);
	assign disp0[5] = (~num_0[3]&~num_0[2]&~num_0[1]&num_0[0]) | (~num_0[3]&~num_0[2]&num_0[1]&~num_0[0]) | (~num_0[3]&~num_0[2]&num_0[1]&num_0[0]) | (~num_0[3]&num_0[2]&num_0[1]&num_0[0]);
	assign disp0[6] = (~num_0[3]&~num_0[2]&~num_0[1]&~num_0[0]) | (~num_0[3]&~num_0[2]&~num_0[1]&num_0[0]) | (~num_0[3]&num_0[2]&num_0[1]&num_0[0]);
	assign disp1[0] = (~num_1[3]&~num_1[2]&~num_1[1]&num_1[0]) | (~num_1[3]&num_1[2]&~num_1[1]&~num_1[0]);
	assign disp1[1] = (~num_1[3]&num_1[2]&~num_1[1]&num_1[0]) | (~num_1[3]&num_1[2]&num_1[1]&~num_1[0]);
	assign disp1[2] = (~num_1[3]&~num_1[2]&num_1[1]&~num_1[0]);
	assign disp1[3] = (~num_1[3]&~num_1[2]&~num_1[1]&num_1[0]) | (~num_1[3]&num_1[2]&~num_1[1]&~num_1[0]) | (~num_1[3]&num_1[2]&num_1[1]&num_1[0]);
	assign disp1[4] = (~num_1[3]&~num_1[2]&~num_1[1]&num_1[0]) | (~num_1[3]&~num_1[2]&num_1[1]&num_1[0]) | (~num_1[3]&num_1[2]&~num_1[1]&~num_1[0]) | (~num_1[3]&num_1[2]&~num_1[1]&num_1[0]) | (~num_1[3]&num_1[2]&num_1[1]&num_1[0]) | (num_1[3]&~num_1[2]&~num_1[1]&num_1[0]);
	assign disp1[5] = (~num_1[3]&~num_1[2]&~num_1[1]&num_1[0]) | (~num_1[3]&~num_1[2]&num_1[1]&~num_1[0]) | (~num_1[3]&~num_1[2]&num_1[1]&num_1[0]) | (~num_1[3]&num_1[2]&num_1[1]&num_1[0]);
	assign disp1[6] = (~num_1[3]&~num_1[2]&~num_1[1]&~num_1[0]) | (~num_1[3]&~num_1[2]&~num_1[1]&num_1[0]) | (~num_1[3]&num_1[2]&num_1[1]&num_1[0]);
endmodule

===== ./run.sh =====
#!/bin/bash
# OpenROAD 26Q1-2900-gdf79404cd8, Yosys 0.63+post, stock flow scripts
make -C /OpenROAD-flow-scripts/flow DESIGN_CONFIG=/design/flow/config.mk WORK_HOME=/design/flow/orfs finish

===== ./config.mk =====
export PLATFORM = sky130hd
export DESIGN_NAME = Lab4
export DESIGN_NICKNAME = Lab4
export VERILOG_FILES = /design/flow/design.v
export SDC_FILE = /design/flow/constraint.sdc
export NUM_CORES = 4
export LEC_CHECK = 1
export CORE_UTILIZATION = 30

===== ./constraint.sdc =====
current_design Lab4

set clk_period 6.5
set clk_io_pct 0.2

create_clock -name clk0 -period $clk_period [get_ports {clk}]

set non_clock_inputs [all_inputs -no_clocks]
set_input_delay [expr $clk_period * $clk_io_pct] -clock clk0 $non_clock_inputs
set_output_delay [expr $clk_period * $clk_io_pct] -clock clk0 [all_outputs]

==> results.sh <==
# yosys + openroad results
export IMPL_outcome="completed"
export IMPL_grt_total_usage_pct=13.1
export IMPL_hold_viol=0
export IMPL_grt_overflow_total=0
export IMPL_portBuffers=16
export IMPL_clk_pin_slew_worst_paths_ns=0.06
export IMPL_arrival_ns=4.48
export IMPL_num_vias=2827
export IMPL_clkSinkCount=40
export IMPL_rsz0062_at_grt="no"
export IMPL_vdd_ir_drop_worst_uv=96.6
export IMPL_power_density_nw_per_um2=157
export IMPL_syn_avg_cell_area_um2=8.74
export IMPL_critPathTopFamily="buffers and inverters"
export IMPL_critical_path_max_stage_delay_ns=0.55
export IMPL_dr_pass1_iters=5
export IMPL_fin_worst_skew_ns=0.00739
export IMPL_dieArea_um2=12100
export IMPL_initCoreUtil_pct=30.8
export IMPL_hp_class="flop to async pin"
export IMPL_routabilityCongestion=0.890
export IMPL_whs_ns=0.408
export IMPL_yosysWarningCount=11
export IMPL_ys_cells=402
export IMPL_wl_per_cell_um=12.8
export IMPL_fp_dieW_um=110
export IMPL_postSynth_asyncResetShare_pct=97.5
export IMPL_ys_seq_elements=40
export IMPL_rows=39
export IMPL_crit_slowest_cell="clkdlybuf4s50_1"
export IMPL_cts_repair_resized=0
export IMPL_finalClockPeriodUsage_pct=88.9
export IMPL_grt_pass1_wl_mm=12.6
export IMPL_critPathLaunch="s0"
export IMPL_vias_per_cell=5.23
export IMPL_fmax_ghz=0.173
export IMPL_fin_util_pct=34.0
export IMPL_edf_count=1
export IMPL_drive_gt1_share_pct=6.53
export IMPL_tritoncts="yes"
export IMPL_fin_crit_ns=5.78
export IMPL_core_um2=11400
export IMPL_syn_cell_area_um2=3510
export IMPL_cts_root_buffer="clkbuf_16"
export IMPL_endpoint_kind="output pin"
export IMPL_drc=0
export IMPL_critPathBufInv=3
export IMPL_first_iter_violations=120
export IMPL_path_class="input port to output pin"
export IMPL_yosysSeqAreaShare_pct=37.0
export IMPL_fp_dieH_um=110
export IMPL_reg2reg_from="count[0]"
export IMPL_clk_path_buf_depth=2
export IMPL_wl_mm=6.95
export IMPL_warnings=60
export IMPL_io_pins=18
export IMPL_antenna_found_initial=0
export IMPL_setup_viol=0
export IMPL_path_cells="clkdlybuf4s50_1 -> inv_1 -> ha_1 -> a21oi_1 -> and2_1 -> xnor2_2 -> a21oi_1 -> a31oi_4 -> xnor2_2 -> mux2i_1 -> clkdlybuf4s50_1"
export IMPL_yosysChipArea_um2=3510
export IMPL_drv_slew=0
export IMPL_tightest_slew_ns=0.678
export IMPL_grt_max_degree=42
export IMPL_cp_start_kind="input port"
export IMPL_path_max_fanout=7
export IMPL_dp_hpwl_mm=4.74
export IMPL_n_fill_cell=1169
export IMPL_n_antenna_cell=0
export IMPL_cts_hold_buf=0
export IMPL_post_cts_setup_buffers=0
export IMPL_numCtsBuffers=5
export IMPL_htree_levels=2
export IMPL_synthFlopType="dfbbp_1"
export IMPL_syn_to_final_growth_pct=10.4
export IMPL_grt_pass1_vias=2703
export IMPL_tns_ns=0
export IMPL_synthDistinctLibCells=61
export IMPL_syn_inst=402
export IMPL_antenna_left=0
export IMPL_clk_latency_ns=0.28
export IMPL_crit_required_ns=5.20
export IMPL_p_leak_nw=1.41
export IMPL_maxCapViolations=0
export IMPL_slew_headroom_pct=54.4
per-layer routing:
| layer | up-vias | GRT usage [%] | part of all wire, % |
|---|---|---|---|
| met3 | 5 | 1.08 | 2.6 |
| met2 | 34 | 21.8 | 45 |
| met4 | 0 | 0.940 | 0.79 |
| li1 | 1436 | - | - |
| met1 | 1352 | 20.0 | 52 |
| met5 | - | 0 | 0 |
worst reg2reg max path, delay by kind of cell (launching register included):
family	cells	cell delay [ns]
AOI/OAI and AO/OA	5	1.23
DFF	1	0.61
buffers and inverters	1	0.37
and+or+nand+nor	2	0.33
adders and majority gates	1	0.27
report_power, final:
part | leakage [nW] | total, mW | switching, mW | internal (mW)
clock | 0.0679 | 0.237 | 0.0952 | 0.142
sequential | 0.491 | 0.314 | 0 | 0.314
combinational | 0.846 | 0.0583 | 0.0300 | 0.0283
registers in the layout (all words and copies together) (netlist names):
signal,flops
state,1
sec,5
dfault,1
count,32
detect,1
cell usage after synthesis (4+ instances only):
cell type / instances / share of area, %
or3_1: 5 / 0.89
mux2i_1: 6 / 1.7
o21ai_0: 12 / 1.7
xnor2_1: 10 / 2.5
xor2_1: 13 / 3.2
inv_1: 10 / 1.1
nor2_1: 39 / 4.2
ha_1: 7 / 2.5
nand2_1: 60 / 6.4
buf_2: 7 / 1.0
and2_1: 6 / 1.1
and4_1: 4 / 1.0
clkbuf_1: 19 / 2.0
nand3_1: 21 / 3.0
dfbbp_1: 39 / 36
buf_4: 4 / 0.86
nor2b_1: 5 / 0.89
and3_1: 7 / 1.2
a21oi_1: 13 / 1.9
o21a_1: 42 / 9.0
nor3_1: 7 / 1.0
cell usage in the layout, fill, tap and decap left out, drive strengths merged, types with 4 or more instances in the layout:
master,instances
a31oi,4
buf,4
mux2i,6
o21a,42
nand3,22
dfbbp,39
nor3,8
or3,5
nand2,61
and4,4
nand4,4
xnor2,13
nor4,4
inv,10
clkbuf,7
clkdlybuf4s50,16
nor2b,5
and2,6
xor2,13
ha,7
nor2,39
o21ai,15
a21oi,13
and3,7
logic make-up after synthesis:
family | share of synthesized area (%)
AND-OR/OR-AND | 19.8
buffers and inverters | 5.27
other | 0.107
AND/OR/NAND/NOR | 25.0
adder cells (fa/ha/maj) | 3.06
flip-flops | 37.0
XOR/XNOR | 7.13
multiplexers | 2.67
worst paths after layout:
path / slack [ns] / cells after the start / end
min: 0.41 / 1 / detect
max: 0.72 / 11 / disp0[1]
max in group asynchronous: 3.90 / 5 / state
min reg2reg: 0.41 / 1 / detect
max reg2reg: 3.51 / 9 / sec[3]
min in group clk0: 0.56 / 1 / detect
stage by stage:
stage / total power, mW / instance area (um2) / cells / setup WS [ns]
after floorplan: 0.360 / 3510 / 402 / 1.86
after global placement: 0.377 / 3740 / 533 / 0.786
after detailed placement: 0.379 / 3740 / 533 / 0.718
after CTS: 0.617 / 3880 / 541 / 0.704
after global routing: 0.632 / 3880 / 541 / 0.448
final: 0.609 / 3880 / 541 / 0.719
layout make-up:
type | instances | area, um2 | area share, %
Clock buffer | 7 | 133 | 3.42
Clock inverter | 1 | 5.00 | 0.129
Inverter | 11 | 41.3 | 1.06
Multi-Input combinational cell | 319 | 2030 | 52.4
Sequential cell | 40 | 1300 | 33.5
Tap cell | 143 | 179 | 4.61
Timing Repair Buffer | 20 | 190 | 4.90
Power and IR drop assume default switching activity.
