`design.v`:
```
module vga_controller #(
   parameter h_pixels   = 640,    
   parameter h_fp       = 16,     
   parameter h_pulse    = 96,     
   parameter h_bp       = 48,     
   parameter h_pol      = 1'b0,   
   parameter v_pixels   = 480,    
   parameter v_fp       = 10,     
   parameter v_pulse    = 2,      
   parameter v_bp       = 33,     
   parameter v_pol      = 1'b0    
	)
	( 
	input pixel_clk,            
   input reset_n,              
	input [15:0]data_x,			 
	input [15:0]data_y,			 
   output reg h_sync,          
   output reg v_sync,          
   output reg disp_ena,        
   output reg [31:0] column,   
   output reg [31:0] row,      
   output [3:0]  red,    		 
	output [3:0]  green,  		 
	output [3:0]  blue,   		 
	output [31:0]		sq_x_l,	 
	output [31:0]		sq_x_r,	 
	output [31:0]		sq_y_t,	 
	output [31:0]		sq_y_b	 
	);
   localparam h_period = h_pulse + h_bp + h_pixels + h_fp;
   localparam v_period = v_pulse + v_bp + v_pixels + v_fp;
   reg [$clog2(h_period)-1:0] h_count;
   reg [$clog2(v_period)-1:0] v_count;
	reg [11:0]	sq_x_l_buffer	=	12'd310;
	reg [11:0]	sq_x_r_buffer	=	12'd330;
	reg [11:0]	sq_y_t_buffer	=	12'd230;
	reg [11:0]	sq_y_b_buffer	=	12'd250;	
	reg [15:0] 	data_x_buffer = 16'hFFFF;
	reg [15:0]	data_y_buffer = 16'hFFFF;	
	wire [11:0]data_x_trim;
	wire [11:0]data_y_trim;
	assign data_x_trim = data_x_buffer[15:4];
	assign data_y_trim = data_y_buffer[15:4];
	assign sq_x_l = {20'd0,sq_x_l_buffer};
	assign sq_x_r = {20'd0,sq_x_r_buffer};
	assign sq_y_t = {20'd0,sq_y_t_buffer};
	assign sq_y_b = {20'd0,sq_y_b_buffer};
always @(posedge pixel_clk) begin
	data_x_buffer <= data_x;
	data_y_buffer <= data_y;
end
always @(posedge pixel_clk) begin
	if (reset_n == 1'b0) begin
      sq_x_l_buffer	<=	12'd310;
		sq_x_r_buffer	<=	12'd330;
		sq_y_t_buffer	<=	12'd230;
		sq_y_b_buffer	<=	12'd250;	
	end
 else begin
		if (data_x_trim[11]==1) begin
			sq_x_l_buffer <= 12'd310 + ((~data_x_trim) << 4);
			sq_x_r_buffer <= 12'd330 + ((~data_x_trim) << 4);
		end
		else
		begin
			sq_x_l_buffer <= 12'd310 - ((data_x_trim) << 4) - 12'd1;
			sq_x_r_buffer <= 12'd330 - ((data_x_trim) << 4) - 12'd1;
		end
		if (data_y_trim[11]==1) begin
			sq_y_t_buffer <= 12'd230 + ((~data_y_trim) << 4);
			sq_y_b_buffer <= 12'd250 + ((~data_y_trim) << 4);
		end
		else
		begin
			sq_y_t_buffer <= 12'd230 - ((data_y_trim) << 4) - 12'd1;
			sq_y_b_buffer <= 12'd250 - ((data_y_trim) << 4) - 12'd1;
		end
	end
end
always @(posedge pixel_clk) begin
	if (reset_n == 1'b0) begin
		h_count  <= 0;
		v_count  <= 0;
		h_sync   <= ~ h_pol;
		v_sync   <= ~ v_pol;
		disp_ena <= 1'b0;
		column   <= 0;
		row      <= 0;
	end else begin
		if (h_count < h_period - 1) begin
			h_count <= h_count + 1;
		end else begin
			h_count <= 0;
			if (v_count < v_period - 1) begin
				v_count <= v_count + 1;
			end else begin
				v_count <= 0;
			end
		end
		if ( (h_count < h_pixels + h_fp) || (h_count > h_pixels + h_fp + h_pulse) ) begin
			h_sync <= ~ h_pol;
		end else begin
			h_sync <= h_pol;
		end
		if ( (v_count < v_pixels + v_fp) || (v_count > v_pixels + v_fp + v_pulse) ) begin
			v_sync <= ~ v_pol;
		end else begin
			v_sync <= v_pol;
		end
		if (h_count < h_pixels) begin
			column <= h_count;
		end
		if (v_count < v_pixels) begin
			row <= v_count;
		end
		if (h_count < h_pixels && v_count < v_pixels) begin
			disp_ena <= 1'b1;
		end else begin
			disp_ena <= 1'b0;
		end
	end
end
endmodule
```
`config.mk`:
```
export PLATFORM = sky130hd
export DESIGN_NAME = vga_controller
export DESIGN_NICKNAME = vga_controller
export VERILOG_FILES = /design/flow/design.v
export SDC_FILE = /design/flow/constraint.sdc
export NUM_CORES = 4
export LEC_CHECK = 1
export CORE_UTILIZATION = 30
```
`constraint.sdc`:
```
current_design vga_controller

set clk_period 4.5
set clk_io_pct 0.2

create_clock -name clk0 -period $clk_period [get_ports {pixel_clk}]

set non_clock_inputs [all_inputs -no_clocks]
set_input_delay [expr $clk_period * $clk_io_pct] -clock clk0 $non_clock_inputs
set_output_delay [expr $clk_period * $clk_io_pct] -clock clk0 [all_outputs]
```
`run.sh`:
```
#!/bin/bash
# OpenROAD 26Q1-2900-gdf79404cd8, Yosys 0.63+post, stock flow scripts
make -C /OpenROAD-flow-scripts/flow DESIGN_CONFIG=/design/flow/config.mk WORK_HOME=/design/flow/orfs finish
```
==> flow.log <==
[report] implementation figures
INFO  metric grt_pass1_wl = 12.6 mm
INFO  metric power_switching_share = 21.5%
INFO  metric worst_slew_pin_slew = between 0.6 and 0.7 ns
INFO  metric synth_chip_area = 4900 µm²
INFO  metric worst_path_cell_trace = clkdlybuf4s50_1
INFO  metric slew_violations = 0
INFO  metric globalplace.congestion = approximately 0.80
INFO  metric synth.yosys.num_cells = approximately 530
INFO  metric worst-path-max-fanout = 2
INFO  metric mappedNetlistArea = 4900 µm²
INFO  metric layout_min_cycle_time = 2.07 ns
INFO  metric seq_area = 1940 µm²
INFO  metric flops_out_of_synthesis = 97
INFO  metric n_antenna_cell = 0
INFO  metric power.density = 324 nW/µm²
INFO  metric share_of_cells_above_drive_strength_1 = 4.43%
INFO  metric timing.final.setup_violations = 0
INFO  metric edf_count = 0
INFO  metric floorplan.core_util = 30.7%
INFO  metric detail_route.drc_violations = 0
INFO  metric worst_hold_startpoint = row[2]
INFO  metric totalWireLength = between 8 and 9 mm
INFO  metric skew = 0.00412 ns
INFO  metric number_of_global_route_vias_before_repair = ~2600
INFO  metric clk_pin_slew_worst_paths = 0.06 ns
INFO  metric fmaxAchievable = 482 MHz
INFO  metric cp.buffers_inverters = 1
INFO  metric crit-reg2reg-launch = h_count[0]
INFO  metric drt-wirelength-per-cell = 9.86 µm
INFO  metric dr.pass1.iters = 5
INFO  metric timing.final.crit_share = ~46%
INFO  metric setup-tns-final = 0 ns
INFO  metric tool_warnings = 46
INFO  metric synth_top_area_share = 39.6%
INFO  metric yosys_warnings = 13
INFO  metric required = 3.60 ns
INFO  metric grt_overflow = 0
INFO  metric cts_repair_resize_count = 0
INFO  metric synth_cell_types = around 53
INFO  metric worstSetupEndpointType = primary output
INFO  metric power.share.clock = about two fifths
INFO  metric hold_class = flip-flop to flip-flop
INFO  metric r2r_setup_slack = 2.53 ns
INFO  metric cts_sinks = 97
INFO  metric clkLatencyLatePin = between 0.3 and 0.4 ns
INFO  metric worst_hold_path.endpoint = row[2]
INFO  metric async_flop_share = 0%
INFO  metric clockRootBuffer = sky130_fd_sc_hd__clkbuf_16
INFO  metric slew_headroom = 58.4%
INFO  metric delay_of_the_slowest_cell_on_the_worst_path = 0.50 ns
INFO  metric final_core_utilization = 35.1%
INFO  metric power.internal = 0.00142 W
INFO  metric critical_path_data_arrival_time = 1.17 ns
INFO  metric finalHoldViolations = 0
INFO  metric route.detailed.vias_per_inst = 3.79
INFO  metric floorplan.die.width = 130 µm
INFO  metric cts_max_path_buffers = 2
INFO  metric cts_tree = built
INFO  metric post-synth-top-area-cell = sky130_fd_sc_hd__dfxtp_1
INFO  metric regToRegEndpoint = v_count[8]
INFO  metric seq_area_frac_synth = 39.6%
INFO  metric p_leak = 2.39 nW
INFO  metric io_buffers = 82
INFO  metric critPathKind = flip-flop to primary output
INFO  metric power.sequential.fraction = 50.8%
INFO  metric route.antenna.remaining_nets = 0
INFO  metric floorplan.core_area = 15900 µm²
INFO  metric synthToLayoutAreaGrowth = 14.1%
INFO  metric grt_antenna_before_repair = 0
INFO  metric critical_path.startpoint_type = flip-flop
INFO  metric post_synth.cell_area_avg = 9.18 µm²
INFO  metric hold_path_depth = 2
INFO  metric synthFlopType = sky130_fd_sc_hd__dfxtp_1
INFO  metric post_cts.repair.setup_buffers = 0
INFO  metric critical-path-top-delay-family = buffers and inverters
INFO  metric reg2reg_depth = 5
INFO  metric cts_htree_levels = 3
INFO  metric track_usage = a little under a tenth
INFO  metric netlist_instances = approximately 530
INFO  metric cts_inserted_buffers = 9
INFO  metric status = finished clean
INFO  metric dpl.hpwl = ~6.0 mm
INFO  metric rsz_0062_raised_after_global_routing = no
INFO  metric std_cell_rows = approximately 46
INFO  metric worst_ir_drop_vdd = 202 µV
INFO  metric crit_path_top_delay_cell = sky130_fd_sc_hd__clkdlybuf4s50_1
INFO  metric num_vias = between 3000 and 4000
INFO  metric drt_iter0_markers = 105
INFO  metric die_area = around 17000 µm²
INFO  metric cap_viol_max_count = 0
INFO  metric floorplan.die.height = 130 µm
INFO  metric maximum_number_of_pins_on_one_net_before_global_route_repair = 36
INFO  metric filler_cell_count = 1613
INFO  metric ioPinCount = 241
INFO  metric holdBufCountCts = 0
INFO  metric synth.area.top_cells = sky130_fd_sc_hd__dfxtp_1 40%, sky130_fd_sc_hd__buf_4 23%, sky130_fd_sc_hd__ha_1 3.3%, sky130_fd_sc_hd__xnor2_1 3.2%, sky130_fd_sc_hd__nand2_1 3.1%
INFO  metric multiInputGateArea = 2180 µm²
INFO  metric p_switching = 0.000390 W
INFO  metric comb_pwr_share = 7.6%
-- how the worst max path moves through the flow --
stage	from	endpoint	slack [ns]	depth (start not counted)
4_1_cts	row[5]	row[5]	2.40	1
6_report	row[0]	row[0]	2.43	1
5_1_grt	row[1]	row[1]	2.36	1
-- through the flow --
| stage | hold WS (ns) | instance area [µm²] | setup WS [ns] | power, W | instances |
|---|---|---|---|---|---|
| after floorplan | 0.429 | 5430 | 2.70 | 0.00109 | 676 |
| after global placement | 0.453 | 5300 | 2.40 | 0.00108 | 809 |
| after detailed placement | 0.458 | 5300 | 2.42 | 0.00108 | 809 |
| after CTS | 0.467 | 5590 | 2.40 | 0.00185 | 825 |
| after global routing | 0.487 | 5590 | 2.36 | 0.00191 | 825 |
| final | 0.462 | 5590 | 2.43 | 0.00181 | 825 |
-- registers in the layout (all words and copies together), names as in the netlist, 8 cells and up --
name / cells
data_x_buffer: 9
column: 10
sq_y_t_buffer: 10
sq_x_r_buffer: 8
sq_x_l_buffer: 10
h_count: 10
sq_y_b_buffer: 8
v_count: 10
data_y_buffer: 9
row: 10
-- placed cells by master (no fill, tap or decap), types with 2 or more instances in the layout --
master / instances
sky130_fd_sc_hd__nand2_1: 41
sky130_fd_sc_hd__a2111oi_0: 3
sky130_fd_sc_hd__o221a_2: 2
sky130_fd_sc_hd__o211ai_1: 2
sky130_fd_sc_hd__conb_1: 144
sky130_fd_sc_hd__mux2i_1: 11
sky130_fd_sc_hd__inv_6: 2
sky130_fd_sc_hd__nand2b_1: 3
sky130_fd_sc_hd__ha_1: 13
sky130_fd_sc_hd__dfxtp_1: 97
sky130_fd_sc_hd__and3_1: 8
sky130_fd_sc_hd__a211o_1: 2
sky130_fd_sc_hd__clkbuf_1: 2
sky130_fd_sc_hd__a21boi_0: 10
sky130_fd_sc_hd__clkdlybuf4s50_1: 81
sky130_fd_sc_hd__nor2b_1: 14
sky130_fd_sc_hd__nand3_1: 12
sky130_fd_sc_hd__clkbuf_16: 9
sky130_fd_sc_hd__nand4_1: 5
sky130_fd_sc_hd__inv_1: 20
sky130_fd_sc_hd__a211oi_1: 2
sky130_fd_sc_hd__xnor2_1: 18
sky130_fd_sc_hd__o21ai_0: 17
sky130_fd_sc_hd__nor3_1: 2
sky130_fd_sc_hd__or3_1: 4
sky130_fd_sc_hd__nor2_1: 18
sky130_fd_sc_hd__or3_2: 2
sky130_fd_sc_hd__and2_1: 12
sky130_fd_sc_hd__xor2_1: 10
sky130_fd_sc_hd__nor4_1: 2
sky130_fd_sc_hd__a21oi_1: 14
sky130_fd_sc_hd__o21a_1: 3
-- cell type report --
class                      count  share of cell area (%)
sequential                    97                    34.7
clock buffer                  11                    4.16
timing repair buffer          83                    14.7
clock inverter                 5                    1.14
multi-input combinational    393                    39.1
inverter                      20                    1.34
tap                          216                    4.83
-- power by group through the flow --
stage	Sequential [W]	Combinational (W)	Clock [W]
4_1_cts	0.000922	0.000142	0.000784
5_1_grt	0.000927	0.000163	0.000818
6_report	0.000922	0.000138	0.000754
-- Yosys cell counts, drive strengths merged, types with 6 or more instances --
| cell | number |
|---|---|
| a21boi | 10 |
| a21oi | 14 |
| and2 | 12 |
| and3 | 9 |
| buf | 150 |
| clkbuf | 16 |
| dfxtp | 97 |
| ha | 13 |
| inv | 20 |
| mux2i | 11 |
| nand2 | 42 |
| nand3 | 12 |
| nand4 | 6 |
| nor2 | 18 |
| nor2b | 14 |
| o21ai | 19 |
| or3 | 6 |
| xnor2 | 18 |
| xor2 | 10 |
-- logic make-up after synthesis --
family	count (synthesis)	synth area share, %
AND-OR/OR-AND	66	9.01
AND/OR/NAND/NOR	130	13.7
XOR/XNOR	28	5.01
flip-flops	97	39.6
adder cells (fa/ha/maj)	13	3.32
other	2	0.153
buffers and inverters	186	26.7
multiplexers	12	2.48
-- layer usage --
layer  track usage (%)  part of all wire (%)
met1              13.3                    45
met2              14.8                    45
met3              2.96                   9.1
met4              1.44                  0.97
met5                 0                     0
Power and IR drop assume default switching activity.
