File: config.mk
export PLATFORM = sky130hd
export DESIGN_NAME = spi_control
export DESIGN_NICKNAME = spi_control
export VERILOG_FILES = /design/flow/design.v
export SDC_FILE = /design/flow/constraint.sdc
export NUM_CORES = 4
export LEC_CHECK = 1
export CORE_UTILIZATION = 50
File: constraint.sdc
current_design spi_control

set clk_period 4.4
set clk_io_pct 0.2

create_clock -name clk0 -period $clk_period [get_ports {clk}]
create_clock -name clk1 -period $clk_period [get_ports {spi_clk}]

set non_clock_inputs [all_inputs -no_clocks]
set_input_delay [expr $clk_period * $clk_io_pct] -clock clk0 $non_clock_inputs
set_output_delay [expr $clk_period * $clk_io_pct] -clock clk0 [all_outputs]
File: design.v
module spi_control#(
        parameter SPI_CLK_FREQ  = 2_000_000,
        parameter UPDATE_FREQ   = 50
    )(
        input                   reset_n,
        input                   clk,
        input                   spi_clk,  
        input                   spi_clk_out,
        output                  data_update,
        output [15:0]           data_x,
        output [15:0]           data_y,
        output                  SPI_SDI,
        input                   SPI_SDO,
        output                  SPI_CSN,
        output                  SPI_CLK,
        input [1:0]             interrupt  
    );
localparam TIMECOUNT = SPI_CLK_FREQ / UPDATE_FREQ;
localparam SDI_WIDTH = 16;
localparam SDO_WIDTH = 8;
localparam WRITE_MODE      = 2'b00;
localparam READ_MODE       = 2'b10;
localparam INI_NUMBER      = 4'd11;
localparam   IDLE            = 0;
localparam   TRANSFER        = 1;
localparam   INTERACT        = 2;
localparam   BW_RATE         = 6'h2c;
localparam   POWER_CONTROL   = 6'h2d;
localparam   DATA_FORMAT     = 6'h31;
localparam   INT_ENABLE      = 6'h2E;
localparam   INT_MAP         = 6'h2F;
localparam   THRESH_ACT      = 6'h24;
localparam   THRESH_INACT    = 6'h25;
localparam   TIME_INACT      = 6'h26;
localparam   ACT_INACT_CTL   = 6'h27;
localparam   THRESH_FF       = 6'h28;
localparam   TIME_FF         = 6'h29;
localparam   INT_SOURCE      = 6'h30;  
localparam   X_LB            = 6'h32;  
localparam   X_HB            = 6'h33;  
localparam   Y_LB            = 6'h34;  
localparam   Y_HB            = 6'h35;  
localparam   Z_LB            = 6'h36;  
localparam   Z_HB            = 6'h37;  
reg  [3:0]              init_index;
reg  [SDI_WIDTH-3:0]    write_data;
reg  [SDI_WIDTH-1:0]    data_tx;
reg                     start;
wire                    done;
wire [SDO_WIDTH-1:0]    data_rx;
reg  [1:0]              spi_state;
reg data_update_internal;
reg [1:0] data_update_shift;
reg  [$clog2(TIMECOUNT)-1:0]   sample_count;  
wire sample;
reg [2:0] read_index;
reg [7:0] read_command;
localparam LAST_READ_COMMAND = 4;
reg [7:0] data_storage [3:0];
assign data_x = {data_storage[1], data_storage[0]};
assign data_y = {data_storage[3], data_storage[2]};
spi_serdes serdes (
        .reset_n        (reset_n),
        .spi_clk        (spi_clk),
        .spi_clk_out    (spi_clk_out),
        .data_tx        (data_tx),
        .start          (start),
        .done           (done),
        .data_rx        (data_rx),
        .SPI_SDI        (SPI_SDI),
        .SPI_SDO        (SPI_SDO),
        .SPI_CSN        (SPI_CSN),
        .SPI_CLK        (SPI_CLK)
    );
always @ (*) begin
    case (init_index)
        0       : write_data = {THRESH_ACT,     8'h20};
        1       : write_data = {THRESH_INACT,   8'h03};
        2       : write_data = {TIME_INACT,     8'h01};
        3       : write_data = {ACT_INACT_CTL,  8'h7f};
        4       : write_data = {THRESH_FF,      8'h09};
        5       : write_data = {TIME_FF,        8'h46};
        6       : write_data = {BW_RATE,        8'h09};
        7       : write_data = {INT_ENABLE,     8'h10};
        8       : write_data = {INT_MAP,        8'h10};
        9       : write_data = {DATA_FORMAT,    8'h00};
        default : write_data = {POWER_CONTROL,  8'h08};
    endcase
end
always @(*) begin
    case (read_index)
        0 : read_command = {READ_MODE, X_LB};
        1 : read_command = {READ_MODE, X_HB};
        2 : read_command = {READ_MODE, Y_LB};
        3 : read_command = {READ_MODE, Y_HB};
        default : read_command = {READ_MODE, INT_SOURCE};
    endcase
end
assign sample = (sample_count == TIMECOUNT - 1);
always @(posedge spi_clk or negedge reset_n) begin
    if (!reset_n) begin
        sample_count <= 0;
    end else begin
        if (sample) begin
            sample_count <= 0;
        end else begin
            sample_count <= sample_count + 1'b1;
        end
    end 
end
always@(posedge spi_clk or negedge reset_n) begin
    if(!reset_n) begin
        init_index              <= 4'b0;
        start                   <= 1'b0;
        spi_state               <= IDLE;
        read_index              <= 0;
        data_update_internal    <= 1'b0;
    end else if(init_index < INI_NUMBER) begin
        case(spi_state)
            IDLE : begin
                data_tx   <= {WRITE_MODE, write_data};
                start     <= 1'b1;
                spi_state <= TRANSFER;
            end
            TRANSFER : begin
                if (done) begin
                    init_index  <= init_index + 4'b1;
                    start       <= 1'b0;
                    spi_state   <= IDLE;
                end
            end
        endcase
     end else begin
        case(spi_state)
            IDLE : begin
                data_update_internal    <= 1'b0;
                read_index              <= 0;
                start                   <= 1'b0;
                if (sample) begin
                    spi_state <= INTERACT;
                end
            end
            INTERACT : begin
                data_tx[15:8] <= read_command;
                if (read_index > 0) begin
                    data_storage[read_index - 1'b1] <= data_rx;
                end
                start <= 1'b1;
                spi_state <= TRANSFER;
            end
            TRANSFER : begin
                if (done) begin
                    start <= 1'b0;
                    if (read_index == LAST_READ_COMMAND) begin
                        data_update_internal <= 1'b1;
                        spi_state   <= IDLE;
                    end else begin
                        read_index  <= read_index + 1'b1;
                        spi_state   <= INTERACT;
                    end
                end
            end
            default: begin
                spi_state <= IDLE;
            end
        endcase
    end
end
always @(posedge clk) begin
    data_update_shift <= {data_update_shift[0], data_update_internal};
end
assign data_update = data_update_shift == 2'b01;
endmodule
module spi_serdes(
	  input                       reset_n,
	  input                       spi_clk,
	  input                       spi_clk_out,
	  input       [15:0]          data_tx,
	  input                       start,
	  output                      done,
	  output reg  [7:0]           data_rx,
	  output                      SPI_SDI,
	  input                       SPI_SDO,
	  output                      SPI_CSN,
	  output                      SPI_CLK
 );
localparam  IDLE = 0;  
localparam WRITE = 1;  
localparam  READ = 2;  
localparam STALL = 3;  
reg [1:0]  state = IDLE;
reg [3:0]  count;
reg [15:0] data_tx_reg;
reg read;
wire spi_active;
assign spi_active = (state == READ || state == WRITE);
assign SPI_CSN = ~(spi_active || start);
assign SPI_CLK = spi_active ? spi_clk_out : 1'b1;
assign SPI_SDI = (state == WRITE) ? data_tx_reg[count] : 1'b1;
assign done    = (state == STALL);
always @(posedge spi_clk or negedge reset_n) begin
    if (reset_n == 1'b0) begin
        state <= IDLE;
    end else begin
        case (state)
            IDLE : begin
                count <= 4'hf;
                if (start) begin
                    read        <= data_tx[15];
                    data_tx_reg <= data_tx;
                    state       <= WRITE;
                end
            end
            WRITE : begin
                count <= count - 1;
                if (read && (count == 8)) begin
                    state <= READ;
                end else if (count == 0) begin
                    state <= STALL;
                end
            end
            READ : begin
                count <= count - 1;
                data_rx <= {data_rx[6:0],SPI_SDO};
                if (count == 0) begin
                    state <= STALL;
                end
            end
            STALL: state <= IDLE;
        endcase
    end
end
endmodule
File: run.sh
#!/bin/bash
# OpenROAD 26Q1-2900-gdf79404cd8, Yosys 0.63+post, stock flow scripts
make -C /OpenROAD-flow-scripts/flow DESIGN_CONFIG=/design/flow/config.mk WORK_HOME=/design/flow/orfs finish
==> run_results.csv <==
group,metric,value,unit
place,finalWeightedCongestion,0.8118,
place,pre_cts_ws,1447,ps
place,io_buffers,39,
drt,avgRoutedWirePerCell,14.71,µm
clocking,cts-hold-fix-buffers,0,
logic_synthesis,ys_types,49,
die,core_util_floorplan,52.71,%
layout,finalCoreUtilization,62.10,%
logic_synthesis,ys_sh_mux,1.270,%
die,core,0.007848,mm²
layout,design_area,0.004873,mm²
logic_synthesis,synth.top_cell.area_share,49.36,%
worst_setup_path,critPathKind,"flip-flop to primary output",
place,place_area,0.004638,mm²
die,die-height,92.96,µm
logic_synthesis,topCombFamilyByArea,"simple AND/OR/NAND/NOR gates",
final_timing,finalHoldViolCount,0,
die,pin_count,43,
global_routing,grt_pass1_vias,2295,
worst_setup_path,r2r-start,"init_index[0]",
layout,stdcell_count,458,
logic_synthesis,ys_sh_xor,3.388,%
global_routing,overflow,0,
layout,nFillCells,629,
logic_synthesis,ys_async_sr_fraction,30.00,%
clocking,cts_tree,"built",
logic_synthesis,yosys-stat-cells,303,
global_routing,grt_pass1_wl,11230,µm
worst_hold_path,min-delay-start,"data_update_shift[0]",
global_routing,antenna_found_initial,0,
outcome,status,"finished, final reports clean",
drt,drt-total-wl,6739,µm
die,dieArea,0.008641,mm²
logic_synthesis,ys_seq_share,68.51,%
worst_hold_path,holdCritPathClass,"flip-flop to flip-flop",
worst_setup_path,reg2regPathDepth,5,
final_timing,finClkSkew,19.47,ps
place,placed_cells,439,
worst_hold_path,hold_end,"data_update_shift[1]",
final_timing,tightest_slew,799.8,ps
drt,drc,0,
drt,via_per_inst,5.177,
drt,drtAntennaViolNets,0,
worst_setup_path,critPathLaunchType,"flip-flop",
clocking,cts-resized-gates,0,
global_routing,grtUsageTotal,18.28,%
logic_synthesis,ff_type,"edfxtp_1",
power_and_ir_drop,powerDensity,334.7,mW/mm²
layout,largest-register,"data_storage",
die,row_count,32,
layout,largest_reg_flops,32,
final_timing,setup_viol,0,
die,die_w,92.96,µm
worst_setup_path,required,3520,ps
drt,drtIter0Drc,108,
worst_setup_path,arrival,2210,ps
power_and_ir_drop,power,1.631,mW
clocking,cts_setup_buffers,0,
final_timing,finalWorstSetupSlack,1311,ps
final_timing,final_max_slew_viol_count,0,
place,dpl.hpwl,4472,µm
global_routing,grt_start_max_net_pins,37,
final_timing,setup_tns,0,ps
logic_synthesis,synth.avg_cell_area,13.65,µm²
drt,via_count,2371,
worst_hold_path,min_path_cells,0,
logic_synthesis,ys_sh_adder,4.537,%
final_timing,max-slew-margin-rel,46.48,%
worst_setup_path,end_kind,"primary output",
logic_synthesis,simple_gate_share,12.95,%
drt,antenna-diode-count,0,
layout,drive_gt1_share,7.303,%
worst_setup_path,rrSetupSlack,1700,ps
final_timing,whs,339.5,ps
power_and_ir_drop,peakVddDrop,0.1299,mV
logic_synthesis,syn-cell-area,0.004136,mm²
logic_synthesis,aoi_share,7.592,%
power_and_ir_drop,p_leak,1.886,nW
final_timing,rsz0062_at_grt,"no",
drt,drt_first_pass_iters,4,
worst_setup_path,reg2reg_to,"data_storage[3][3]",
logic_synthesis,yosysWarnings,3,
worst_setup_path,cp_max_fo,7,
layout,biggestRegsByFlops,"data_storage (32), sample_count (16)",
clocking,cts.sinks,100,
logic_synthesis,area_leaders,"edfxtp_1 (49%), dfrtp_1 (18%), ha_1 (4.5%)",
logic_synthesis,synth_area_leader_cell,"edfxtp_1",
flow_run,cap_violations,0,
clocking,clk_pin_slew,100,ps
logic_synthesis,ys_ff,100,
flow_run,warning_count,38,
logic_synthesis,ys_area,0.004136,mm²
logic_synthesis,synth-edff-count,68,
layout,syn_to_final_growth,17.82,%
logic_synthesis,postSynthCellCount,303,
[critical path, cell delays in order, from the launching register on]
cell	delay (ps)
edfxtp_1	500
mux2i_1	210
o21ai_0	80
or4b_1	500
and3_1	170
clkdlybuf4s50_1	390
[logic make-up (layout without fill, tap and decap cells)]
group                      after synthesis  count (layout)
adders and majority gates               15              15
buffers and inverters                   19              72
muxes                                    4               4
AOI/OAI and AO/OA                       48              48
DFF                                    100             100
xor gates and xnor gates                16              16
and+or+nand+nor                        101             101
[worst max path at each step]
| stage | cells past startpoint | endpoint | slack (ps) | from |
|---|---|---|---|---|
| CTS | 5 | SPI_SDI | 1270 | serdes.count[1] |
| global route | 5 | SPI_SDI | 1160 | serdes.count[1] |
| finish | 5 | SPI_SDI | 1310 | serdes.count[1] |
[layout by cell type (no fill, tap or decap), types with 2 or more instances in the layout]
cell type	n
a211oi_1	3
a21o_1	3
a21oi_1	15
a41oi_1	2
and2_1	5
and3_1	5
clkbuf_8	12
clkdlybuf4s50_1	39
clkinv_4	2
dfrtp_1	29
dfxtp_1	2
edfxtp_1	68
ha_1	15
inv_1	12
inv_6	2
mux2i_1	3
nand2_1	26
nand2b_1	10
nand3_1	10
nand4_1	3
nor2_1	19
nor2b_1	7
nor3_1	6
o211ai_1	2
o21ai_0	10
or4b_1	3
xnor2_1	12
xor2_1	4
[routing by layer]
layer | GRT usage, % | vias to the layer above | wire, µm
met5 | 0 | - | 0
met4 | 3.077 | 0 | 97
met3 | 4.177 | 7 | 300
met2 | 24.75 | 49 | 2942
met1 | 34.86 | 1115 | 3399
li1 | - | 1200 | -
[final cells by class]
| class | count | area, µm² | area share, % |
|---|---|---|---|
| flip-flops and latches | 100 | 2834 | 58.15 |
| multi-input cells | 184 | 1230 | 25.24 |
| repair buffers | 40 | 397.9 | 8.164 |
| clock buffers | 12 | 165.2 | 3.389 |
| well taps | 102 | 127.6 | 2.619 |
| clock inverters | 7 | 70.07 | 1.438 |
| inverters | 13 | 48.80 | 1.001 |
[synth_stat cells (all sizes together) (2+ instances only)]
library cell and number:
edfxtp 68, dfrtp 29, nand2 26, nor2 20, a21oi 15, ha 15, inv 12, xnor2 12
o21ai 11, nand2b 10, nand3 10, nor2b 7, nor3 6, and2 5, and3 5, clkbuf 5
xor2 4, a211oi 3, a21o 3, mux2i 3, nand4 3, or4b 3, a41oi 2, dfxtp 2
o211ai 2
[report_power, final]
group	internal, mW	switching [mW]	leakage [nW]
registers	0.996	0.00213	1.05
logic	0.00505	0.00787	0.717
clock network	0.278	0.342	0.117
total	1.28	0.352	1.89
Power figures rest on the tool's default switching activity, not on a simulated workload.
